$ cat /design/flow/config.mk
export PLATFORM = sky130hd
export DESIGN_NAME = generated_top_example
export DESIGN_NICKNAME = generated_top_example
export VERILOG_FILES = /design/flow/design.v
export SDC_FILE = /design/flow/constraint.sdc
export NUM_CORES = 4
export LEC_CHECK = 1
export CORE_UTILIZATION = 30
$ cat /design/flow/constraint.sdc
current_design generated_top_example

set clk_period 4.9
set clk_io_pct 0.2

create_clock -name clk0 -period $clk_period [get_ports {clk}]

set non_clock_inputs [all_inputs -no_clocks]
set_input_delay [expr $clk_period * $clk_io_pct] -clock clk0 $non_clock_inputs
set_output_delay [expr $clk_period * $clk_io_pct] -clock clk0 [all_outputs]
$ cat /design/flow/run.sh
#!/bin/bash
# OpenROAD 26Q1-2900-gdf79404cd8, Yosys 0.63+post, stock flow scripts
make -C /OpenROAD-flow-scripts/flow DESIGN_CONFIG=/design/flow/config.mk WORK_HOME=/design/flow/orfs finish
$ cat /design/flow/design.v
`timescale 1ns / 10ps
module generated_top_example(
    input reg clk,
    input reg reset,
    output reg [31:0] count_c
);
localparam STAGE_WIDTH = 3;
localparam [STAGE_WIDTH-1:0]
    STAGE_IDLE = 0,
    STAGE_SPREAD_CLUSTER = 1,
    STAGE_GROW_BOUNDARY = 2,
    STAGE_SYNC_IS_ODD_CLUSTER = 3,
    STAGE_MEASUREMENT_LOADING = 4;
always@(posedge clk) begin
    if (reset) begin
        count_c <= 0;
    end else begin
        count_c <= count_c + 1;
    end
end
endmodule
==> results.rst <==
Physical design figures
=======================

.. list-table::
   :header-rows: 1

   * - Metric
     - Value
   * - Combinational Power Share
     - 0.028
   * - Overall routed net length
     - 3120 um
   * - CTS HTree Levels
     - 2
   * - Layout cells sized above 1
     - 0.0647
   * - Slew at the pin closest to its max-slew limit
     - about 550 ps
   * - Placed wire-length estimate
     - just over 2000 um
   * - Number of antenna violations at the first check in global routing
     - 0
   * - Share of the clock period used by the worst path after layout
     - 0.457
   * - Global-route wire length before repair
     - around 5300 um
   * - TritonCTS clock tree
     - done
   * - Library cell occupying the most area in the post-synthesis netlist
     - dfxtp_1
   * - Number of warning messages in the logs
     - 25
   * - Vias in the first global route
     - 1183
   * - Reg-to-reg endpoint
     - count_c[21]
   * - Global Route Usage Sum
     - 0.127
   * - Setup repair bufs after CTS
     - 0
   * - Launch instance of the worst min-delay path
     - count_c[0]
   * - Area after DPL
     - 0.00184 mm2
   * - Register share after synthesis
     - 0.434
   * - Synth Warn #
     - 1
   * - Switching power
     - 0.101 mW
   * - # placed instances
     - roughly 260
   * - Initial core utilization
     - 0.312
   * - Max Freq
     - 447 MHz
   * - Latency at later pin
     - 280 ps
   * - Total DRC errors in the routed layout
     - 0
   * - Layout Cells excl Fill
     - around 270
   * - Drt first-iter violations
     - around 59
   * - Final cell utilization of the core
     - 0.410
   * - Worst hold stages
     - 1
   * - Area added between synthesis and finish
     - 31.1%
   * - Core area
     - around 0.0047 mm2
   * - Final setup violation count
     - 0
   * - Sinks on the clock net
     - 32
   * - Clk slew on worst S/H paths
     - 60 ps
   * - Number of cells produced by synthesis
     - around 170
   * - Hold Slack
     - roughly 480 ps
   * - Post-cts repair resize count
     - 0
   * - Top flop regs
     - count_c (32)
   * - Routed length per placed instance
     - ~12 um
   * - Inserted Diodes
     - 0
   * - Cells along the critical path
     - nand2_1 -> or4_1 -> nor4_1 -> mux2_2
   * - Number of buffers added to fix hold violations after cts
     - 0
   * - Synthesized area per cell
     - roughly 9 um2
   * - Crit path max fanout
     - 19
   * - Post-synthesis async set-or-reset flop share
     - 0
   * - Worst reg2reg path depth
     - 4
   * - Chip width
     - 72.1 um
   * - Power density relative to cell area
     - roughly 250 mW/mm2
   * - Final global-route overflow total
     - 0
   * - Clock share of power
     - 0.425
   * - Number of max-cap violations
     - 0
   * - End of the worst hold path
     - count_c[0]
   * - Switching portion of total power
     - 0.209
   * - Slew Viols, Final
     - 0
   * - CP peak stage delay
     - 810 ps
   * - Final Instance Area
     - 0.00193 mm2
   * - Area fraction of the dominant cell type after synthesis
     - 0.434
   * - Standard cell with the maximum stage delay on the critical path
     - or4_1
   * - Outcome
     - finished clean
   * - Chip Area, Yosys
     - 0.00148 mm2
   * - Path type of the worst setup path
     - reg2reg
   * - # Cells Yosys
     - ~170
   * - CP endpoint kind
     - flop
   * - Min Clock Period, post-route
     - 2240 ps
   * - Total Die Area
     - 0.00520 mm2
   * - Post-synth regs
     - 32
   * - DIE HEIGHT
     - about 72 um
   * - Synthesized cell area
     - 0.00148 mm2
   * - Worst flop-to-flop path startpoint
     - count_c[0]
   * - Reg power frac
     - 0.546
   * - Vias
     - about 1300
   * - Leading post-synthesis cells by cell area
     - dfxtp_1 (43%), or4_1 (6.1%), a21oi_1 (5.8%), o31ai_1 (5.6%), nor2_1 (3.6%)
   * - Required time at the worst-slack endpoint
     - 5070 ps
   * - Maximum number of pins on one net before global-route repair
     - 37
   * - Layout Skew
     - 3.39 ps
   * - Internal Power
     - 0.383 mW
   * - Worst reg2reg setup slack
     - 2660 ps
   * - Vias per Instance
     - 4.86
   * - PortBufs
     - 33
   * - I/O pin cnt
     - 34
   * - Number of flip-flops in the largest register
     - 32
   * - Cell row count
     - 25
   * - TNS Setup
     - 0 ps
   * - Number of buffers added by the clock tree synthesis step
     - 5
   * - Number of library cell types mapped by synthesis
     - 29
   * - Static Leakage
     - 0.573 nW
   * - Residual antenna-violating net count after detailed routing
     - 0
   * - Setup repair after global routing missed its margin
     - false
   * - Most flop-heavy register
     - count_c
   * - Count of TritonRoute iterations in the first routing pass
     - 4
   * - Count of flip-flops with a built-in enable after synthesis
     - 0
   * - Maximum resistive drop on vdd
     - 0.136 mV
   * - Main flop type
     - dfxtp_1
   * - Final GP Congestion
     - 0.904
   * - Headroom to the max-slew limit
     - 0.634
   * - Endpoints failing hold
     - 0
   * - Path type of the worst min-delay path
     - reg2reg
   * - Most instantiated cells after synthesis
     - dfxtp_1 (32), a21oi_1 (17), nor2_1 (14)
   * - Kind of start point of the critical path
     - flop
   * - Clock tree root driver cell
     - clkbuf_8
   * - Synth top cell by count
     - dfxtp_1
   * - Maximum clock path buffer count
     - 2
   * - Data arrival time of the critical path
     - ~2400 ps
[worst max-delay path: cells and delay by family (launching register included)]
family        cells  cell delay (ps)
simple gates      3             1370
flops             1              390
mux               1              370
[cell usage in the layout (no fill, tap or decap), types with 4 or more instances in the layout]
cell / n
a21oi_1: 17
clkbuf_8: 6
clkdlybuf4s50_1: 33
dfxtp_1: 32
inv_1: 5
nand2_1: 11
nand3_1: 8
nand4_1: 5
nor2_1: 14
nor2b_1: 5
o21ai_0: 6
o31ai_1: 11
or3_1: 6
or4_1: 12
xnor2_1: 5
xor2_1: 4
[final cells by class]
class / count / area [um2]
Tap cell: 67 / 83.8
Clock buffer: 8 / 90.1
Fill cell: 465 / 2790
Sequential cell: 32 / 641
Multi-Input combinational cell: 122 / 763
Timing Repair Buffer: 34 / 338
Inverter: 5 / 18.8
[power by group through the flow]
| stage | combinational, mW | clock (mW) | sequential (mW) |
|---|---|---|---|
| 4_1_cts | 0.0138 | 0.213 | 0.265 |
| 5_1_grt | 0.0152 | 0.228 | 0.265 |
| 6_report | 0.0136 | 0.206 | 0.265 |
[metrics by stage]
| step | worst slack (ps) | power (mW) |
|---|---|---|
| after floorplan | 2910 | 0.277 |
| final | 2660 | 0.485 |
| after CTS | 2660 | 0.492 |
| after detailed placement | 2640 | 0.284 |
| after global routing | 2530 | 0.508 |
| after global placement | 2640 | 0.284 |
[how the worst max path moves through the flow]
stage,start,to,slack (ps),cells after the start
final,count_c[0],count_c[21],2660,4
after global routing,count_c[5],count_c[21],2530,4
after CTS,count_c[0],count_c[21],2660,4
[logic make-up after synthesis]
kind of cell	synth area share
simple gates	0.291
compound gates	0.134
flops	0.434
buf+inv	0.0483
xor+xnor	0.0534
mux	0.0305
fa+ha+maj	0.00848
[per-layer routing]
layer,global-route usage,vias up,part of all wire
li1,-,680,-
met1,0.190,586,0.53
met2,0.193,33,0.40
met3,0.0282,4,0.052
met4,0.0218,0,0.015
met5,0,-,0
Power figures rest on the tool's default switching activity, not on a simulated workload.
