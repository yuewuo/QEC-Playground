--- flow/design.v ---
`timescale 1ns / 1ps
module neighbor_link #(
    parameter LENGTH = 2,   
    parameter ADDRESS_WIDTH = 12   
) (
    input clk,
    input reset,
    input initialize,
    output is_fully_grown,
    input [ADDRESS_WIDTH-1:0] a_old_root_in,
    output [ADDRESS_WIDTH-1:0] b_old_root_out,
    input a_increase,   
    input [ADDRESS_WIDTH-1:0] b_old_root_in,
    output [ADDRESS_WIDTH-1:0] a_old_root_out,
    input b_increase   
);
localparam COUNTER_WIDTH = $clog2(LENGTH + 2);   
reg [ADDRESS_WIDTH-1:0] a_old_root;
reg [ADDRESS_WIDTH-1:0] b_old_root;
reg [COUNTER_WIDTH-1:0] increased;
assign a_old_root_out = a_old_root;
assign b_old_root_out = b_old_root;
assign is_fully_grown = increased >= LENGTH;
always @(posedge clk) begin
    if (reset) begin
        increased <= 0;
        a_old_root <= 0;
        b_old_root <= 0;
    end else if (initialize) begin
        increased <= 0;
        a_old_root <= 0;
        b_old_root <= 0;
    end else begin
        a_old_root <= a_old_root_in;
        b_old_root <= b_old_root_in;
        if (increased < LENGTH) begin
            increased <= increased + a_increase + b_increase;
        end
    end
end
endmodule
--- flow/run.sh ---
#!/bin/bash
# OpenROAD 26Q1-2900-gdf79404cd8, Yosys 0.63+post, stock flow scripts
make -C /OpenROAD-flow-scripts/flow DESIGN_CONFIG=/design/flow/config.mk WORK_HOME=/design/flow/orfs finish
--- flow/config.mk ---
export PLATFORM = sky130hd
export DESIGN_NAME = neighbor_link
export DESIGN_NICKNAME = neighbor_link
export VERILOG_FILES = /design/flow/design.v
export SDC_FILE = /design/flow/constraint.sdc
export NUM_CORES = 4
export LEC_CHECK = 1
export CORE_AREA = 10 10 95 95
export DIE_AREA = 0 0 105 105
--- flow/constraint.sdc ---
current_design neighbor_link

set clk_period 2.2
set clk_io_pct 0.2

create_clock -name clk0 -period $clk_period [get_ports {clk}]

set non_clock_inputs [all_inputs -no_clocks]
set_input_delay [expr $clk_period * $clk_io_pct] -clock clk0 $non_clock_inputs
set_output_delay [expr $clk_period * $clk_io_pct] -clock clk0 [all_outputs]
==> results.txt <==
yosys + openroad results -> CP max-delay cell=clkdlybuf4s50_1, root buffer cell=clkbuf_8, Final GP Congestion=around 0.63, Routed WL=about 2300 um, CP Data Arrival Time=~1100 ps, Ant. Diodes=0, worst r2r src=increased[0], TritonCTS Buffers=3, CTS Hold Bufs=0, RSZ-0062 raised after global routing=no, worst-margin pin slew=451 ps, vias in the first global route=647, share of layout cells above drive strength 1=under 10%, DR vias/cell=around 2.7, H-tree depth=1, top cells by count, synth=dfxtp_1, and2_1, buf_6, IO Pins=~54, Yosys Instances=58, period utilization=a little under three quarters, FP Rows=30, DR pass1 iterations=2, clock tree buffer depth=2, area delta synth->final=92.7%, TNS Setup=0 ps, grt total ovfl=0, Commonest flop=dfxtp_1, GRT Resource Usage Total=~4.1%, Worst setup startpoint=increased[1], crit path time final=1560 ps, Slew headroom=~70%, routed wire length per instance=between 10 and 15 um, Metal-1 WL=902 um, Avg Cell Area, Syn=between 10 and 15 sq um, Hold Startpoint=increased[1], top routing layer in use=met3, fin. max-slew vios=0, number of enable flip-flop cells=0, CTS resizes=0, Setup Buffers After CTS=0, FFs w/ async S/R, synth=0%, CP bufs+invs=1, OpenROAD warnings=25, Critical Path Fanout Max=3, initial antenna violation count=0, status=completed, worst endpoint required time=~1800 ps, final setup fails=0, pin count of the biggest net entering global routing=26, Final Hold Fails=0, remaining antenna violation count=0, Top cells by area=dfxtp_1, and2_1, buf_6, Worst Setup Path Type=reg2out, final non-filler cell total=208, Vias=roughly 570, met3 routed WL=approximately 330 um, Worst Hold Class=reg2reg, ys flops=26, pre-CTS WS=approximately 460 ps, Fill cells=about 760, Worst Setup End Kind=output port, Mapped Area=751 sq um, routed wl met2=1050 um, Synth top area share=just under 70%, max incr delay on CP=between 400 and 500 ps, WHS=between 500 and 600 ps, fmax=roughly 640 MHz, CTS tree=done, TritonCTS Sinks=26, DR iter-0 viols=6, Leak Pwr=between 0.0005 and 0.0006 uW, yosys synthesis chip area=between 700 and 800 sq um, skew final=around 0.04 ps, pwr dens=~700 mW/mm^2, Synth Seq Share=69.3%, core box area=slightly below 0.007 sq mm, Post-DP HPWL=around 1900 um, setup ws final=639 ps, VDD IR-drop max=0.000399 V, chip area=around 0.011 sq mm, CP cell instances=clkdlybuf4s50_1, CTS clk-pin slew, worst paths=approximately 90 ps, Tot Pwr=roughly 1000 uW, max_cap viols=0, most common cell in the synthesized netlist=dfxtp_1, Die Wd=around 110 um, Top delay family on crit path=buffers and inverters, port bufs=about 53, Skew-Pair Late Insertion Delay=270 ps, crit start category=flip-flop, die height=105 um, Synth Warn #=1, first-pass GRT wire length=~3600 um, residual DRC count=0, starting density of the core=10.9%, Cells after DPL=about 200, largest area contributor in the netlist=dfxtp_1, Post-Synthesis Cells=58, distinct lib cells=9
==> sequential cells by signal, summed over array words and instances, names as in the netlist <==
register,count
a_old_root,12
increased,2
b_old_root,12
==> stage by stage <==
stage / instance area [sq um] / util, %
5_1_grt: 1450 / 20.9
2_1_floorplan: 751 / -
3_3_place_gp: 1380 / 19.9
3_5_place_dp: 1380 / 19.9
4_1_cts: 1450 / 20.9
6_report: 1450 / 20.9
==> worst paths after layout <==
| kind | endpoint | slack [ps] | cells after the start |
|---|---|---|---|
| worst max-delay path | is_fully_grown | 640 | 1 |
| worst min-delay path | increased[1] | 520 | 1 |
| worst max register to register | increased[0] | 1080 | 3 |
| worst min register to register | increased[1] | 520 | 1 |
==> cell families after synthesis <==
family / share of synthesized area, %
compound gates: 1.00
mux: 1.33
fa+ha+maj: 2.67
simple gates: 22.2
flops: 69.3
buf+inv: 3.50
==> placed cells by master (no fill, tap or decap), drive strengths merged <==
cell	synthesis	layout
bufinv	0	1
and2	24	24
mux2i	1	1
nor2	1	1
nor3	1	1
dfxtp	26	26
clkdlybuf4s50	0	53
clkbuf	1	3
fa	1	1
o21a	1	1
==> power by group <==
part / total (uW) / leakage (uW) / internal [uW] / switching [uW]
Sequential: 496 / 0.000214 / 490 / 6.04
Combinational: 106 / 0.000282 / 84.1 / 22.3
Clock: 394 / 0.0000357 / 243 / 151
==> final cells by class <==
type	instances	area, sq um	area share, %
Multi-Input combinational cell	29	204	14.1
Clock buffer	3	41.3	2.85
Sequential cell	26	520	36.0
Tap cell	96	120	8.30
Timing Repair Buffer	53	531	36.7
Clock inverter	1	30.0	2.08
==> metal layers <==
| layer | global-route usage (%) | vias up |
|---|---|---|
| li1 | - | 282 |
| met1 | 4.54 | 253 |
| met2 | 6.49 | 31 |
| met3 | 3.23 | 0 |
| met4 | 0.0980 | 0 |
| met5 | 0 | - |
Power is estimated from default activity; no workload was simulated.
